[config.mk]
export PLATFORM = sky130hd
export DESIGN_NAME = div5clk
export DESIGN_NICKNAME = div5clk
export VERILOG_FILES = /design/flow/design.v
export SDC_FILE = /design/flow/constraint.sdc
export NUM_CORES = 4
export LEC_CHECK = 1
export CORE_AREA = 10 10 70 70
export DIE_AREA = 0 0 80 80
[constraint.sdc]
current_design div5clk

set clk_period 1.4
set clk_io_pct 0.2

create_clock -name clk0 -period $clk_period [get_ports {clk}]

set non_clock_inputs [all_inputs -no_clocks]
set_input_delay [expr $clk_period * $clk_io_pct] -clock clk0 $non_clock_inputs
set_output_delay [expr $clk_period * $clk_io_pct] -clock clk0 [all_outputs]
[design.v]
module div5clk #(parameter N = 5) (
    input clk, 
    input rst,
    output div5clk
);
logic [2:0] pos_cnt, neg_cnt;
logic pos_clk, neg_clk;
logic pos_clk5, neg_clk5;
always @(posedge clk, negedge rst) begin
    if (!rst) begin
        pos_cnt <= 'd0;
        pos_clk <= 'd0;
    end 
    else if (pos_cnt == 'd0) begin
        pos_clk <= ~pos_clk;
        pos_cnt <= pos_cnt + 'd1;
    end
    else if (pos_cnt == 'd2) begin  
        pos_clk <= ~pos_clk;
        pos_cnt <= pos_cnt + 'd1;
    end 
    else if (pos_cnt == 'd4) begin  
        pos_clk <= pos_clk; 
        pos_cnt <= 'd0;
    end else begin
        pos_clk <= pos_clk;  
        pos_cnt <= pos_cnt + 'd1;
    end
end
always @(negedge clk, negedge rst) begin
    if (!rst) begin
        neg_cnt <= 'd0;
        neg_clk <= 'd0;
    end 
    else if (neg_cnt == 'd0) begin
        neg_clk <= ~neg_clk;
        neg_cnt <= neg_cnt + 'd1;
    end
    else if (neg_cnt == 'd2) begin  
        neg_clk <= ~neg_clk;
        neg_cnt <= neg_cnt + 'd1;
    end 
    else if (neg_cnt == 'd4) begin  
        neg_clk <= neg_clk; 
        neg_cnt <= 'd0;
    end else begin
        neg_clk <= neg_clk;  
        neg_cnt <= neg_cnt + 'd1;
    end
end
assign pos_clk5 = pos_clk;  
assign neg_clk5 = neg_clk;
assign div5clk = pos_clk5 ^ neg_clk5;
endmodule
module clk_div_even (
  input logic i_clk, 
  input logic i_rst_b,
  input logic [9:0] i_div_num,   
  output logic o_clk_div
);
  logic [9:0] cnt, div_num_reg;
  logic temp_clk_div;
  always_ff @(posedge i_clk, negedge i_rst_b) begin
    if(!i_rst_b) div_num_reg <= 'd1; 
    else if (cnt == div_num_reg) div_num_reg <= i_div_num;  
  end
  always_ff @(posedge i_clk, negedge i_rst_b) begin
    if(!i_rst_b) begin
      cnt <= 0;
    end else if (cnt == div_num_reg) begin
      cnt <= 0;
    end else begin
      cnt <= cnt + 'd1;
    end
  end
  always_ff @(posedge i_clk, negedge i_rst_b) begin
    if (!i_rst_b) begin
      temp_clk_div <= 0;
    end else if (cnt == div_num_reg || cnt == (div_num_reg >> 1)) begin
        temp_clk_div <= ~temp_clk_div;
    end else begin
        temp_clk_div <= temp_clk_div;
    end
  end
  assign o_clk_div = temp_clk_div;
endmodule
module clk_div_7_6 (
  input logic i_clk, 
  input logic i_rst_b,
  output logic o_clk_div
);
  logic [6:0] shift_reg;
  always_ff @(posedge i_clk, negedge i_rst_b) begin
    if (!i_rst_b) begin
      shift_reg <= 'b111_1110;
    end else begin
      shift_reg <= {shift_reg[5:0], shift_reg[6]};
    end
  end
  assign o_clk_div = shift_reg[4];
endmodule
[run.sh]
#!/bin/bash
# OpenROAD 26Q1-2900-gdf79404cd8, Yosys 0.63+post, stock flow scripts
make -C /OpenROAD-flow-scripts/flow DESIGN_CONFIG=/design/flow/config.mk WORK_HOME=/design/flow/orfs finish
==> impl_metrics.py <==
# Auto-generated metrics
metrics = {
    "placement": {
        "port_buffers": 2,
        "dp.final_hpwl_um": 451,
        "place_ws_ns": -0.617,
        "place_congestion": 0.637,
        "dp.cells": 81,
    },
    "route": {
        "drt-total-wl_um": 552,
        "n_antenna_cell": 0,
        "drc_errors": 0,
        "via_per_inst": 2.64,
        "dr.first_iter.drc_count": 2,
        "dr.pass1.iters": 2,
        "ant_nets": 0,
        "routed-via-count": 224,
        "avgRoutedWirePerCell_um": 6.49,
    },
    "outcome": {
        "violations": "negative setup slack",
        "status": "complete, but fails checks",
    },
    "yosys": {
        "synth_stat.cells": 31,
        "netlist_instances": 31,
        "synth_flop_count": 8,
        "aoi_share_pct": 7.44,
        "synth-seq-area-share_pct": 51.8,
        "yosys_warnings": 1,
        "synth.distinct_cells": 13,
        "avgSynthCellArea_um2": 12.5,
        "yosysChipArea_um2": 387,
        "synth.cell_area_um2": 387,
        "fa_ha_area_share_pct": 19.4,
        "logic_family": "adder cells",
        "synthMuxAreaShare_pct": 6.80,
        "simple_gate_share_pct": 3.88,
        "synthXorXnorAreaFrac_pct": 6.80,
    },
    "final_timing": {
        "setup_tns_ns": -0.509,
        "drv_slew": 0,
        "hold_viol": 0,
        "fin_worst_skew_ns": 0.00838,
        "fin_ws_ns": -0.509,
        "setup_viol": 1,
        "slew_headroom_pct": 85.7,
        "grt_setup_unrepaired": "yes",
        "worst_pin_slew_ns": 0.214,
    },
    "power": {
        "total_power_mw": 0.429,
        "irDropWorstVdd_v": 0.000141,
        "clkPwrFrac_pct": 43.8,
        "p_sw_mw": 0.0832,
        "p_int_mw": 0.345,
        "p_per_area_mw_per_mm2": 856,
        "comb_power_share_pct": 2.1,
        "seqPwrFrac_pct": 54.1,
        "p_sw_share_pct": 19.4,
        "p_leak_nw": 0.280,
    },
    "layout": {
        "ff_latch_area_um2": 200,
        "final.fill_count": 385,
        "drive_gt1_share_pct": 23.1,
        "final_cells": 85,
        "area_growth_syn_to_layout_pct": 29.4,
        "logic_area_um2": 171,
        "utilization_pct": 14.7,
    },
    "worst_setup_path": {
        "crit_fanout": 2,
        "end_kind": "primary output",
        "critical_path.slowest_cell": "dfrtn_1",
        "required_ns": 1.12,
        "critPathArrivalTime_ns": 1.63,
        "crit_type": "reg -> out",
        "crit_path_start_kind": "register",
        "critPathTopFamily": "flip-flops",
        "critPathBufInv": 1,
        "ff2ff_setup_slack_ns": 0.28,
        "path_cells": "xor2_1 > buf_2",
        "slowest_delay_ns": 0.41,
    },
    "clocking": {
        "cts_max_path_buffers": 2,
        "tritoncts": "built",
        "clock.latency.late_pin_ns": 0.25,
        "clk_pin_slew_ns": 0.05,
        "cts.sinks": 8,
        "cts-htree-levels": 1,
        "postCtsHoldBufs": 0,
        "cts_root_buffer": "clkbuf_4",
        "cts_buffers": 3,
    },
    "die": {
        "die_height_um": 80,
        "dieArea_mm2": 0.00640,
        "core-area_mm2": 0.00342,
        "rows": 21,
        "initial_core_util_pct": 11.3,
        "die_w_um": 80,
        "ios": 3,
    },
    "global_routing": {
        "grt_usage_pct": 2.10,
        "gr-total-overflow": 0,
        "grt_first_pass_wirelength_um": 1000,
        "antenna_found_initial": 0,
        "grt_max_degree": 6,
        "grt_pass1_vias": 217,
    },
    "flow_run": {
        "drv_cap": 0,
        "warning_count": 32,
    },
    "min_path": {
        "hold_class": "reg -> reg",
    },
}
-- stage by stage --
stage,cell area [um^2],hold WS [ns]
2_1_floorplan,387,-0.0156
3_5_place_dp,479,0.442
5_1_grt,500,0.467
6_report,500,0.432
4_1_cts,500,0.436
3_3_place_gp,479,0.402
-- synth_stat cells, drive strengths merged --
| master | number | area (um^2) |
|---|---|---|
| a21oi | 1 | 5.00 |
| xnor2 | 1 | 8.76 |
| a21boi | 1 | 7.51 |
| a21o | 1 | 8.76 |
| dfrtn | 4 | 100 |
| nor2 | 4 | 15.0 |
| dfrtp | 4 | 100 |
| mux2 | 2 | 26.3 |
| xor2 | 2 | 17.5 |
| ha | 6 | 75.1 |
| inv | 4 | 15.0 |
| o21bai | 1 | 7.51 |
-- kinds of logic after synthesis --
group | count (synthesis)
DFF | 8
buffers and inverters | 4
muxes | 2
AOI/OAI and AO/OA | 4
and+or+nand+nor | 4
adders and majority gates | 6
xor gates and xnor gates | 3
-- layer usage --
layer / vias to the layer above / part of all wire (%) / GRT usage [%]
li1: 116 / - / -
met1: 102 / 45 / 2.50
met2: 6 / 39 / 2.33
met3: 0 / 15 / 2.61
met4: 0 / 0 / 0.176
met5: - / 0 / 0
-- cell type report --
| class | instances | area share, % |
|---|---|---|
| flip-flops and latches | 8 | 40.0 |
| multi-input cells | 19 | 34.2 |
| well taps | 46 | 11.5 |
| repair buffers | 4 | 6.00 |
| clock buffers | 4 | 5.25 |
| inverters | 4 | 3.00 |
-- registers in the layout, indices dropped and copies added, names as in the netlist --
signal   flops
neg_cnt      3
pos_clk      1
pos_cnt      3
neg_clk      1
-- layout by cell type, fill, tap and decap left out, drive strengths merged --
cell and n:
dfrtp 4, mux2 2, buf 3, clkbuf 4, nor2 4, xor2 2, o21bai 1, a21o 1
xnor2 1, inv 4, a21boi 1, ha 6, clkdlybuf4s50 1, a21oi 1, dfrtn 4
-- path summary, 6_finish.rpt --
check	end	startpoint	cells after the start
max in group asynchronous	neg_cnt[1]$_DFF_NN0_	rst	1
setup / recovery	div5clk	neg_clk$_DFFE_NN0P_	2
setup reg to reg	pos_cnt[2]$_DFF_PN0_	pos_cnt[0]$_DFF_PN0_	4
hold / removal	neg_cnt[0]$_DFF_NN0_	neg_cnt[0]$_DFF_NN0_	1
hold reg to reg	neg_cnt[0]$_DFF_NN0_	neg_cnt[0]$_DFF_NN0_	1
min in group asynchronous	pos_clk$_DFFE_PN0P_	rst	2
-- power groups by stage --
stage,Combinational (mW),Sequential [mW],Clock (mW)
finish,0.00894,0.232,0.188
global route,0.0103,0.232,0.214
CTS,0.00935,0.232,0.198
-- what timing repair did --
action                                  in CTS  in global routing
gates resized                                3                  0
pin swaps                                    1                  0
endpoints found under the setup margin       1                  1
buffers inserted                             0                  0
endpoints found under the hold margin        0                  0
Power figures rest on the tool's default switching activity, not on a simulated workload.
