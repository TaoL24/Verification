<file path="flow/config.mk">
export PLATFORM = sky130hd
export DESIGN_NAME = seq_detect
export DESIGN_NICKNAME = seq_detect
export VERILOG_FILES = /design/flow/design.v
export SDC_FILE = /design/flow/constraint.sdc
export NUM_CORES = 4
export LEC_CHECK = 1
export CORE_AREA = 10 10 70 70
export DIE_AREA = 0 0 80 80
</file>
<file path="flow/constraint.sdc">
current_design seq_detect

set clk_period 1.4
set clk_io_pct 0.2

create_clock -name clk0 -period $clk_period [get_ports {clk}]

set non_clock_inputs [all_inputs -no_clocks]
set_input_delay [expr $clk_period * $clk_io_pct] -clock clk0 $non_clock_inputs
set_output_delay [expr $clk_period * $clk_io_pct] -clock clk0 [all_outputs]
</file>
<file path="flow/design.v">
module seq_detect (
    input clk,rst,
    input in,
    output logic out
);
localparam  IDLE    = 0, 
            S_1     = 1, 
            S_10    = 2, 
            S_100   = 3, 
            S_1001  = 4, 
            S_10010 = 5;   
logic [2:0] state, next_state;  
always_ff @(posedge clk, negedge rst) begin
    if (!rst) begin
        state <= IDLE;
    end else begin
        state <= next_state;
    end
end
always_comb begin
    case(state) 
        IDLE:    next_state = (in)? S_1: IDLE; 
        S_1:     next_state = (in)? S_1: S_10; 
        S_10:    next_state = (in)? S_1: S_100; 
        S_100:   next_state = (in)? S_1001: IDLE; 
        S_1001:  next_state = (in)? S_1: S_10010; 
        S_10010: next_state = (in)? S_1: S_100; 
        default: next_state = (in)? S_1: IDLE;    
    endcase
end
always_ff @(posedge clk, negedge rst) begin
    if(!rst) begin
        out <= 0;
    end else begin
        case(state)
            IDLE:    out <= 0; 
            S_1:     out <= 0; 
            S_10:    out <= 0; 
            S_100:   out <= 0; 
            S_1001:  out <= 0; 
            S_10010: out <= 1; 
        endcase
    end
end
endmodule
module seq_detect_melay(
    input clk, rstn,
    input logic in,
    output logic out
);
localparam S_IDLE = 0,
           S_1    = 1,
           S_11   = 2,
           S_110  = 3,
           S_1101 = 4;
logic [2:0] state, next_state;  
always_ff @(posedge clk, negedge rstn) begin
    if(!rstn) state <= S_IDLE;
    else      state <= next_state;
end
always_comb begin
    case(state)
        S_IDLE: next_state  = (in) ? S_1    : S_IDLE;
        S_1:    next_state  = (in) ? S_11   : S_IDLE; 
        S_11:   next_state  = (in) ? S_IDLE : S_110;
        S_110:  next_state  = (in) ? S_1101 : S_IDLE;
        S_1101: next_state  = (in) ? S_11   : S_IDLE;  
        default: next_state = (in) ? S_1    : S_IDLE;
    endcase
end
always_ff @(posedge clk, negedge rstn) begin
    if (!rstn) out <= 0;
    else begin
        case(state)
            S_IDLE: out  <= '0;
            S_1:    out  <= '0; 
            S_11:   out  <= '0;
            S_110:  out  <= '0;
            S_1101: out  <= (in) ? 'b0 : 'b1;
            default: out  <= '0;
        endcase
    end
end
endmodule
module seq_detect_sr(
    input clk, rstn,
    input  logic in,
    output logic out
);
    logic [4:0] shift_reg;
    always_ff @(posedge clk or negedge rstn) begin
        if (!rstn) shift_reg <= 5'b0;
        else shift_reg <= {shift_reg[3:0], in};
    end
    assign out = shift_reg == 5'b10110;
endmodule
</file>
<file path="flow/run.sh">
#!/bin/bash
# OpenROAD 26Q1-2900-gdf79404cd8, Yosys 0.63+post, stock flow scripts
make -C /OpenROAD-flow-scripts/flow DESIGN_CONFIG=/design/flow/config.mk WORK_HOME=/design/flow/orfs finish
</file>
==> results.txt <==
PwrDens: 1220 nW/um^2
critical path depth in cells: 1
# clock sinks: 7
final WL: 407 um
Critical Path RT: 1.12 ns
Critical Path End Type: output pin
Pre-Repair DR Iteration Count: 2
register area: 176 um^2
Adder Share, Synth: 0%
area share, top type: 62.5%
Basic Gates by Area: 19.8%
met3 WL post-DR: 95 um
mux share: 0%
final period utilization: 95.0%
initial antenna violation count: 0
placed cell area: 328 um^2
Post-synth regs: 7
DRC Markers: 0
DR vias: 153
CTS tree: yes
Synth Area in XOR/XNOR: 0%
highest routed layer: met4
crit-path cells: clkdlybuf4s50_1
ANT cells: 0
FP Core Util: 7.03%
Boundary Pins: 4
first-pass GRT wire length: 821 um
Die Width: 80 um
Ys Warns: 1
Final Util: 10.4%
clk buf depth: 2
Die Size: 6400 um^2
Hold Fails Final Rpt: 0
Synth area leader: dfrtp_1
row count: 21
post-route setup slack: 0.0702 ns
Slowest cell on crit path: clkdlybuf4s50_1
Reg clk slew, reported paths: 0.05 ns
pre-CTS setup slack: 0.218 ns
layout cells sized above 1: 20.0%
syn avg cell area: 13.3 um^2
RSZ-0062 raised after global routing: no
Setup TNS: 0 ns
CP peak stage delay: 0.47 ns
status: finished, final reports clean
Worst R2R Setup Slack: 0.53 ns
DR vias/cell: 2.15
Final Cell Area: 354 um^2
Detailed Place HPWL: 332 um
wire per inst: 5.73 um
FMAX: 0.752 GHz
Core ar.: 3420 um^2
Routed Antenna Nets: 0
Top cells by area: dfrtp_1 (63%), dfstp_2 (11%), nor2_1 (7.8%)
Pins Over Slew Limit: 0
Area Overhead vs Synth: 47.4%
Metal-1 WL: 197 um
Dominant combinational family: simple AND/OR/NAND/NOR gates
CTS Root Cell: clkbuf_4
Tot GR Track Use: 1.75%
pin count of the biggest net entering global routing: 8
Crit Path Class: flop to output pin
Peak VDD IR: 0.278 mV
FF-to-FF path depth: 2
Slew headroom: 78.8%
worst-path maximum fanout: 2
ys cells: 18
Compound Share, Synth: 6.77%
GRT Residual Overflow: 0
die height: 80 um
critical path startpoint category: flop
Filler cells: 405
synth unique cells: 8
Mapped Area: 240 um^2
max cap viols: 0
cts repair resizes: 0
Setup Fix Bufs, Post-CTS: 0
worst skew pair latency: 0.25 ns
Tmin final: 1.33 ns
DR iter-0 viols: 10
final setup violation count: 0
tool warnings: 25
Least-Margin Pin Slew: 0.318 ns
Worst EP arrival: 1.05 ns
# port buffers: 3
met2 wire length: 110 um
area reported by Yosys stat: 240 um^2
WP buf/inv: 1
CTS hold repair buffers: 0
RePlAce Congestion: 0.707
Top delay family on crit path: buffers and inverters
TritonCTS Buffers: 3
sequential fraction of the synthesis area: 73.4%
clock skew: 0.00360 ns
# H-tree levels: 1
Post-Synthesis Cells: 18
logic area: 63.8 um^2
leak pwr: 0.141 nW
vias in the first global route: 172
path type of the worst min-delay path: input port to async pin
Worst Hold Slack: 0.291 ns
metal layers:
| layer | GRT usage, % | vias up |
|---|---|---|
| met2 | 1.77 | 7 |
| met5 | 0 | - |
| met1 | 2.09 | 70 |
| li1 | - | 74 |
| met4 | 0.176 | 0 |
| met3 | 2.39 | 2 |
kinds of logic after synthesis:
logic type / count (synthesis)
DFF: 7
and+or+nand+nor: 9
AOI/OAI and AO/OA: 2
final timing paths:
check,start,endpoint
setup / recovery,out,out
hold / removal,rst,out
setup reg to reg,state[0],out
hold reg to reg,state[4],out
max in group asynchronous,rst,state[0]
min in group clk0,state[4],out
registers in the layout, summed over array words and instances, names as in the netlist:
name	cells
out	1
state	6
where the power goes:
group | total [mW] | internal, mW | switching (mW)
clock network | 0.177 | 0.108 | 0.0684
registers | 0.223 | 0.216 | 0.00709
logic | 0.0332 | 0.0183 | 0.0148
total | 0.433 | 0.343 | 0.0904
Yosys cell counts (all sizes together):
| master | instances |
|---|---|
| dfrtp | 6 |
| nor2 | 5 |
| nor2b | 2 |
| a21boi | 1 |
| a31o | 1 |
| and2 | 1 |
| dfstp | 1 |
| nor3 | 1 |
final cells by class:
type / instances / area share [%]
clock buffer: 4 / 7.42
timing repair buffer: 3 / 8.48
sequential: 7 / 49.8
multi-input combinational: 11 / 18.0
tap: 46 / 16.3
cells in the final DEF, fill, tap and decap left out:
master and n:
dfrtp_1 6, nor2_1 5, clkbuf_4 3, clkdlybuf4s50_1 3, nor2b_1 2, and2_1 1
nor3_2 1, a21boi_0 1, a31o_1 1, clkbuf_1 1, dfstp_2 1
per-stage QoR:
step	instances	total power, mW
finish	71	0.433
CTS	71	0.443
global placement	67	0.258
floorplan	18	0.240
detailed placement	67	0.260
global route	71	0.475
Power figures rest on the tool's default switching activity, not on a simulated workload.
